--- flow/design.v ---
module a6095v2 (  a1, a2, a3, a4, a5, a6, a7, a8, a9, a10,
						a11, a12, a13, a14, a15 , a16, a17, a18, a19, a20, a21, a22, a23,
						d12, d13, d14, d15,
						as, uds, lds, clk, rw,
						ma0, ma1, ma2, ma3, ma4, ma5, ma6, ma7, ma8, ma9,
						ras0, ras1, ras2, ras3, ras4, lcas, ucas,
						reset, card_on, pcmcia_mode_off, slow_only, rst_cfg
						);
	input a1, a2, a3, a4, a5, a6, a7, a8, a9, a10, a11, a12, a13, a14, a15 , a16, a17, a18, a19, a20, a21, a22, a23;
	output d12, d13, d14, d15;
	input as, uds, lds, clk, rw;
	output ma0, ma1, ma2, ma3, ma4, ma5, ma6, ma7, ma8, ma9;
	output ras0, ras1, ras2, ras3, ras4, lcas, ucas;
	input reset, card_on, pcmcia_mode_off, slow_only, rst_cfg;
	reg   d12, d13, d14, d15;
	reg   ma0, ma1, ma2, ma3, ma4, ma5, ma6, ma7, ma8, ma9;
	wire  ras0, ras1, ras2, ras3, ras4;
	wire  lcas, ucas;
	reg  mux_switch;  
	reg  [3:0] data;  
	wire [7:0] high_addr;
	wire [5:0] low_addr;
	reg [23:0] cfg_counter;
	wire conf_clock;  
	reg rst_cfg_fsm_state;
	reg rst_cfg_switch;
	wire [23:0] rst_cfg_counter_threshold;
	reg which_ras[0:4];  
	reg mem_selected;
	reg rfsh_ras,rfsh_cas;  
	reg access_ras,access_cas;  
	reg autoconf_on;
	reg [2:0] rfsh_select;  
	reg setup_card_on;
	reg setup_pcmcia_mode_off;
	reg setup_slow_only;
	wire link;
	wire [2:0] size;
	wire [7:0] PRODUCT;
	wire [15:0] MANUFACTURER;
	wire [31:0] SERIAL_NUMBER;
	assign PRODUCT = 8'd11;
	assign MANUFACTURER = 16'd7777;
	assign SERIAL_NUMBER = 32'd1234567890;   
	assign link = setup_card_on && !setup_slow_only;
	assign size = setup_pcmcia_mode_off?3'b000:3'b111;
	assign write_cycle = (as == 1'b0) && (rw == 1'b0);
	assign high_addr = {a23,a22,a21,a20,a19,a18,a17,a16};
	assign low_addr  = {a6,a5,a4,a3,a2,a1};
	assign conf_clock = clk | reset;  
	assign rst_cfg_counter_threshold = 24'hFFFFFF;  
	always@(negedge conf_clock)
	begin
	setup_card_on = card_on;
	setup_pcmcia_mode_off = (rst_cfg_switch && !rst_cfg)?!pcmcia_mode_off:pcmcia_mode_off ;
	setup_slow_only = !slow_only;  
	end
	always@(posedge clk)
	begin
	case(rst_cfg_fsm_state)
		1'b0:
		begin
		if(reset == 1'b1)
			begin
			cfg_counter = 24'b0;
			rst_cfg_fsm_state = 1'b0;
			end
		else
			begin
			if(cfg_counter != rst_cfg_counter_threshold) cfg_counter = cfg_counter + 1'b1;
			else
				begin
				rst_cfg_switch = !rst_cfg_switch;
				rst_cfg_fsm_state = 1'b1;
				end
		end
		end
		1'b1:
		begin
		if(reset == 1'b0) rst_cfg_fsm_state = 1'b1; else rst_cfg_fsm_state = 1'b0;
		end
	endcase
	end
	always @*
	begin
		casex( high_addr )
		8'b001xxxxx:  
		begin
			{which_ras[0],which_ras[1],which_ras[2],which_ras[3],which_ras[4]} <=  5'b10000;   
			mem_selected <= setup_card_on && !setup_slow_only;
		end
		8'b010xxxxx:  
		begin
			{which_ras[0],which_ras[1],which_ras[2],which_ras[3],which_ras[4]} <=  5'b01000;  
			mem_selected <= setup_card_on && !setup_slow_only;
		end
		8'b011xxxxx:  
		begin
			{which_ras[0],which_ras[1],which_ras[2],which_ras[3],which_ras[4]} <= 5'b00100; 
			mem_selected <= setup_card_on && setup_pcmcia_mode_off && !setup_slow_only;
		end
		8'b100xxxxx:  
		begin
			{which_ras[0],which_ras[1],which_ras[2],which_ras[3],which_ras[4]} <= 5'b00010 ; 
			mem_selected <= setup_card_on && setup_pcmcia_mode_off && !setup_slow_only;
		end
		8'b1100xxxx:  
            begin
            {which_ras[0],which_ras[1],which_ras[2],which_ras[3],which_ras[4]} <= 5'b00001 ; 
            mem_selected <= setup_card_on;
            end
      8'b11010xxx:  
            begin
            {which_ras[0],which_ras[1],which_ras[2],which_ras[3],which_ras[4]} <= 5'b00001 ; 
            mem_selected <= setup_card_on;
            end
		default:
		begin
			{which_ras[0],which_ras[1],which_ras[2],which_ras[3],which_ras[4]} <= 5'b00000;  
			mem_selected <= 1'b0;
		end
		endcase
	end
	always @(posedge clk, posedge as)
	begin
		if( as == 1'b1 )
		begin  
			access_ras <= 1'b0;
			access_cas <= 1'b0;
		end
		else
		begin  
			access_ras <= 1'b1;
			access_cas <= access_ras;  
		end
	end
	always @(negedge clk, negedge access_ras)
	begin
		if( access_ras == 1'b0 )
		begin  
			mux_switch <= 1'b0;
		end
		else
		begin  
			mux_switch <= 1'b1;
		end
	end
	always @(negedge clk)
	begin
		if( as == 1'b1 )  
		begin
			rfsh_cas <= ~rfsh_cas;
		end
		else  
		begin
			rfsh_cas <= 1'b0;
		end
		if( (rfsh_cas == 1'b0) && ( as == 1'b1 ) )
		begin
			if (rfsh_select >= 3'b100)
				begin
				rfsh_select <= 3'b000;
				end
			else
				begin
				rfsh_select <= rfsh_select + 1'b1;
				end
		end
	end
	always @*
	begin
		rfsh_ras <= rfsh_cas & clk;
	end
		assign ras0 = ~( ( which_ras[0] & access_ras ) | ((rfsh_select==3'b000)?rfsh_ras:1'b0) );
		assign ras1 = ~( ( which_ras[1] & access_ras ) | ((rfsh_select==3'b001)?rfsh_ras:1'b0) );
		assign ras2 = ~( ( which_ras[2] & access_ras ) | ((rfsh_select==3'b010)?rfsh_ras:1'b0) );
		assign ras3 = ~( ( which_ras[3] & access_ras ) | ((rfsh_select==3'b011)?rfsh_ras:1'b0) );
		assign ras4 = ~( ( which_ras[4] & access_ras ) | ((rfsh_select==3'b100)?rfsh_ras:1'b0) );
		assign lcas = ~( ( ~lds & access_cas & mem_selected ) | rfsh_cas );
		assign ucas = ~( ( ~uds & access_cas & mem_selected ) | rfsh_cas );
	always @*
	begin
		if( mux_switch==0 )
			{ ma0,ma1,ma2,ma3,ma4,ma5,ma6,ma7,ma8,ma9 } <= { a1, a2, a3, a4, a5, a6, a7, a8, a9, a10 };
		else  
			{ ma0,ma1,ma2,ma3,ma4,ma5,ma6,ma7,ma8,ma9 } <= { a11, a12, a13, a14, a15, a16, a17, a18, a19, a20 };
	end
	always @(posedge write_cycle, negedge reset)
	begin
		if( reset==0)  
			begin
			autoconf_on <= 1'b1;
			end
		else
		begin
			if( high_addr==8'hE8 && low_addr[5:2]==4'b1001 )  
				autoconf_on <= 1'b0;
		end
	end
	always @*
	begin
		if( as==1'b0 && rw==1'b1 && high_addr==8'hE8 && autoconf_on==1 )
			{d15,d14,d13,d12} <= data; 
		else
			{d15,d14,d13,d12} <= 4'bZZZZ;
	end
always @*
begin
 case (low_addr [5:0])
 6'h00 : data = {2'b11,link,1'b0};
 6'h01 : data = {1'b0,size[2:0]};
 6'h02 : data = ~PRODUCT[7:4];    
 6'h03 : data = ~PRODUCT[3:0];
 6'h04 : data = ~4'b1100;     
 6'h05 : data = ~4'b0000;
 6'h06 : data = ~4'b0000;     
 6'h07 : data = ~4'b0000;
 6'h08 : data = ~MANUFACTURER[15:12];  
 6'h09 : data = ~MANUFACTURER[11:8];
 6'h0A : data = ~MANUFACTURER[7:4];   
 6'h0B : data = ~MANUFACTURER[3:0];
 6'h0C : data = ~SERIAL_NUMBER[31:28];  
 6'h0D : data = ~SERIAL_NUMBER[27:24];
 6'h0E : data = ~SERIAL_NUMBER[23:20];  
 6'h0F : data = ~SERIAL_NUMBER[19:16];
 6'h10 : data = ~SERIAL_NUMBER[15:12];  
 6'h11 : data = ~SERIAL_NUMBER[11:8];
 6'h12 : data = ~SERIAL_NUMBER[7:4];   
 6'h13 : data = ~SERIAL_NUMBER[3:0];
 6'h14 : data = ~4'b0000;     
 6'h15 : data = ~4'b0000;
 6'h16 : data = ~4'b0000;     
 6'h17 : data = ~4'b0000;
 6'h18 : data = ~4'b0000;     
 6'h19 : data = ~4'b0000;
 6'h1A : data = ~4'b0000;     
 6'h1B : data = ~4'b0000;
 6'h1C : data = ~4'b0000;     
 6'h1D : data = ~4'b0000;
 6'h1E : data = ~4'b0000;     
 6'h1F : data = ~4'b0000;
 6'h20 : data =  4'b0000;     
 6'h21 : data =  4'b0000;
 6'h22 : data = ~4'b0000;     
 6'h23 : data = ~4'b0000;
 6'h24 : data = ~4'b0000;     
 6'h25 : data = ~4'b0000;
 6'h26 : data = ~4'b0000;     
 6'h27 : data = ~4'b0000;
 6'h28 : data = ~4'b0000;     
 6'h29 : data = ~4'b0000;
 6'h2A : data = ~4'b0000;     
 6'h2B : data = ~4'b0000;
 6'h2C : data = ~4'b0000;     
 6'h2D : data = ~4'b0000;
 6'h2E : data = ~4'b0000;     
 6'h2F : data = ~4'b0000;
 6'h30 : data = ~4'b0000;     
 6'h31 : data = ~4'b0000;
 6'h32 : data = ~4'b0000;     
 6'h33 : data = ~4'b0000;
 6'h34 : data = ~4'b0000;     
 6'h35 : data = ~4'b0000;
 6'h36 : data = ~4'b0000;     
 6'h37 : data = ~4'b0000;
 6'h38 : data = ~4'b0000;     
 6'h39 : data = ~4'b0000;
 6'h3A : data = ~4'b0000;     
 6'h3B : data = ~4'b0000;
 6'h3C : data = ~4'b0000;     
 6'h3D : data = ~4'b0000;
 6'h3E : data = ~4'b0000;     
 6'h3F : data = ~4'b0000;
 endcase
end
endmodule
--- flow/run.sh ---
#!/bin/bash
# OpenROAD 26Q1-2900-gdf79404cd8, Yosys 0.63+post, stock flow scripts
make -C /OpenROAD-flow-scripts/flow DESIGN_CONFIG=/design/flow/config.mk WORK_HOME=/design/flow/orfs finish
--- flow/config.mk ---
export PLATFORM = sky130hd
export DESIGN_NAME = a6095v2
export DESIGN_NICKNAME = a6095v2
export VERILOG_FILES = /design/flow/design.v
export SDC_FILE = /design/flow/constraint.sdc
export NUM_CORES = 4
export LEC_CHECK = 1
export CORE_UTILIZATION = 40
--- flow/constraint.sdc ---
current_design a6095v2

set clk_period 2.2
set clk_io_pct 0.2

create_clock -name clk0 -period $clk_period [get_ports {clk}]

set non_clock_inputs [all_inputs -no_clocks]
set_input_delay [expr $clk_period * $clk_io_pct] -clock clk0 $non_clock_inputs
set_output_delay [expr $clk_period * $clk_io_pct] -clock clk0 [all_outputs]
==> impl_metrics.toml <==
# synthesis and place-and-route metrics
[outcome]
status = "finished, violations left"
violations = "negative setup slack"

[clocking]
cts_hold_buf = 0
cts.clk_slew.worst_paths_ns = 0.07
clock_tree_from_tritoncts = "yes"
clk_latency_ns = 0.61

[sta]
setup_ws_ns = -1.088
setup_repair_after_global_routing_missed_its_margin = "yes"
worst_slew_margin_rel_pct = 54.49
final-max-slew-violation-count = 0
max_slew.worst_pin.slew_ns = 0.6812
hold_violations = 0
setup-violations-final = 22
clock_skew_ns = 0.1122

[setup_path]
critical_path.max_stage_delay_ns = 0.32
worst-setup-path-type = "reg -> out"
timing.critical_path.to_type = "output port"
cpMaxStageDelayCell = "sky130_fd_sc_hd__dfxtp_2"
reg2reg_setup_slack_ns = 0.16
worst_path_most_repeated_cell = "sky130_fd_sc_hd__buf_6"
cp_max_fo = 2
critical_path.startpoint_type = "flop"
crit_family = "buffers and inverters"
data_required_critical_path_ns = 1.76
critical_path.n_buffers_inverters = 4
crit_path_cell_trace = "buf_6, buf_6, o21ai_4, o21ai_2, buf_4, a211oi_2, buf_2"
timing.critical_path.arrival_ns = 2.85

[synth]
post_synth.cell_area_avg_sq_um = 9.657
synth.cell_area_sq_um = 2327
yosys.stat.seqShare_pct = 43.66
synth.logic.top_family = "simple AND/OR/NAND/NOR gates"
mux_area_share_pct = 5.645
synth-adder-area-share_pct = 3.226
simple_gate_share_pct = 24.73
synth.distinct_cells = 48
share_of_the_synthesized_netlist_area_taken_by_xor_and_xnor_gates_pct = 4.892
aoi_share_pct = 13.76
synth_async_sr_flop_share_pct = 8.333
synth_flops = 36
ys_dominant_reg_cell = "sky130_fd_sc_hd__edfxtp_1"
yosysChipArea_sq_um = 2327
yosys_warnings = 4
synth_instances = 241
yosys-stat-cells = 241
enable_flop_cells = 28

[final_layout]
layout_top_cells_excl_fill_tap = "46 x sky130_fd_sc_hd__buf_4, 28 x sky130_fd_sc_hd__edfxtp_1, 26 x sky130_fd_sc_hd__clkbuf_8, 26 x sky130_fd_sc_hd__clkdlybuf4s50_1, 24 x sky130_fd_sc_hd__nor2_1"
area_growth_synth_to_finish_pct = 70.00
count_of_non_filler_cells_in_the_finished_layout = 449
postLayoutCoreUtil_pct = 71.41
most_frequent_logic_cell_in_the_layout = "sky130_fd_sc_hd__buf_4"
ratio_of_cells_with_drive_above_1_in_the_final_layout_pct = 39.52
number_of_fill_cells = 381

[floorplan]
placeableCoreArea_sq_um = 5540
die_w_um = 78.28
floorplan.die_area_sq_um = 6127
num_rows = 27
fp.dieH_um = 78.28
num_io_pins = 54
floorplanUtilization_pct = 42.01

[grt]
overall_routing_resource_usage_pct = 23.63
grt_start_max_net_pins = 25
first_global_vias = 2410
initial_antenna_violation_count = 0
wire_length_of_the_first_global_routing_pass_um = 10790
grt_overflow = 0

[detailed_routing]
via_count = 2379
routed_via_density = 5.298
antenna-diode-count = 0
route.final.wire_length_um = 6774
drc = 0
drt.antenna.violating_nets = 0
dr.pass1.iters = 4
avg_wl_per_cell_um = 15.09
initialDrtViolationCount = 85

[power_and_ir_drop]
power.density_cell_area_nw_per_um2 = 655.8
peakVddDrop_uv = 577.3
static-leakage-power_nw = 1.647

[placement]
placed_cells_incl_taps = 398
place_ws_ns = -0.7739
place_hpwl_um = 3949
finalWeightedCongestion = 0.8830
port-buffer-count = 52

[flow_run]
warnings = 42
maxCapViolCount = 0

[worst_hold_path]
worst_hold_path_type = "in -> async"
[registers in the layout, indices dropped and copies added, names as in the netlist]
signal / count
access_cas: 1
setup_pcmcia_mode_off: 1
cfg_counter: 24
rst_cfg_fsm_state: 1
rst_cfg_switch: 1
setup_card_on: 1
rfsh_cas: 1
mux_switch: 1
access_ras: 1
setup_slow_only: 1
rfsh_select: 3
[synth_stat cells, drive strengths merged (2+ instances only)]
master,number,area [sq um]
o21ai,7,35.03
o211ai,2,15.01
nand4,7,58.81
nor3,5,25.02
and4,5,43.79
clkbuf,10,37.54
buf,2,12.51
nor4b,3,26.28
or4,11,82.58
xnor2,4,35.03
dfxtp,5,100.1
nand2b,3,18.77
xor2,9,78.83
nor2b,8,50.05
dfrtp,2,50.05
a31oi,2,12.51
nand2,15,56.30
or3,2,12.51
edfxtp,28,840.8
nor2,26,97.59
and2,2,12.51
a211oi,2,15.01
nand3,9,50.05
inv,11,41.29
ha,6,75.07
a21oi,14,70.07
o31ai,13,97.59
mux2i,3,30.03
mux2,9,101.4
[routing by layer]
metal	track usage [%]	part of all wire [%]	vias up
li1	-	-	1170
met1	34.93	48	1102
met3	12.75	10	6
met2	31.14	41	101
met5	0	0	-
met4	6.481	0.46	0
[logic make-up (layout without fill, tap and decap cells)]
group / after synthesis / in the layout
AOI/OAI and AO/OA: 49 / 49
xor gates and xnor gates: 13 / 13
adders and majority gates: 6 / 6
buffers and inverters: 23 / 158
muxes: 12 / 12
DFF: 36 / 36
other: 1 / 2
and+or+nand+nor: 101 / 101
[worst register-to-register path: cells and delay by family (launching register included)]
kind	cells	cell delay [ns]
adder cells (fa/ha/maj)	1	0.22
flip-flops	1	0.41
AND/OR/NAND/NOR	4	1.04
[stage by stage]
| step | hold slack (ns) | cell area, sq um | setup TNS, ns | power [mW] |
|---|---|---|---|---|
| finish | 0.2658 | 3956 | -19.12 | 2.595 |
| global route | 0.2781 | 3956 | -20.67 | 2.727 |
| CTS | 0.2317 | 3876 | -19.16 | 2.585 |
| detailed placement | 0.4593 | 3294 | -14.77 | 1.074 |
| global placement | 0.4565 | 3294 | -14.99 | 1.073 |
| floorplan | 0.1981 | 2401 | -2.799 | 0.8797 |
[worst paths after layout]
check,start,to,depth (start not counted)
max,setup_pcmcia_mode_off,ucas,7
min,as,access_cas,3
max reg2reg,cfg_counter[1],cfg_counter[19],5
min reg2reg,rst_cfg_fsm_state,rst_cfg_fsm_state,1
max in group gated,reset,clock gate,2
max in group asynchronous,access_ras,mux_switch,0
min in group clk0,rst_cfg_fsm_state,rst_cfg_fsm_state,1
min in group gated,reset,clock gate,2
[what timing repair did]
action	CTS	global route
buffers inserted	12	3
cloned	1	1
gates resized	103	16
setup endpoints to repair	23	23
pin swaps	26	18
[cell type report]
| type | count | area (sq um) | area share, % |
|---|---|---|---|
| inverters | 10 | 37.54 | 0.9488 |
| well taps | 72 | 90.09 | 2.277 |
| flip-flops and latches | 36 | 1021 | 25.81 |
| repair buffers | 104 | 889.6 | 22.49 |
| clock inverters | 8 | 61.31 | 1.550 |
| clock buffers | 36 | 427.9 | 10.82 |
| multi-input cells | 183 | 1429 | 36.12 |
[power by group]
group          leakage (nW)  switching [mW]  total, mW  internal [mW]
clock                 0.295           0.458       1.52           1.06
sequential            0.413          0.0153      0.734          0.719
combinational         0.939           0.133      0.339          0.206
Power and IR drop assume default switching activity.
